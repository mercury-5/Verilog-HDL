[design.v]
module vending_machine (
    input clk,
    input reset,
    input [2:0] coin,
    input [1:0] selection,
    output reg [3:0] dispense
    );
    parameter S_IDLE = 2'b00;
    parameter S_SELECTION = 2'b01;
    parameter S_DISPENSE = 2'b10;
    reg [1:0] state;
    reg [1:0] next_state;
    reg [3:0] balance;
    parameter COKE_PRICE = 2;
    parameter PEPSI_PRICE = 3;
    parameter SPRITE_PRICE = 4;
    always @(posedge clk or posedge reset) begin
        if (reset) begin
            state <= S_IDLE;
            balance <= 0;
        end
        else begin
            state <= next_state;
            case (state)
            S_IDLE: begin
                if (coin > 0) begin
                    next_state <= S_SELECTION;
                    balance <= coin;
                end
                else begin
                    next_state <= S_IDLE;
                    balance <= 0;
                end
            end
            S_SELECTION: begin
                if (selection == 2'b00 && balance >= COKE_PRICE) begin
                    next_state <= S_DISPENSE;
                    balance <= balance - COKE_PRICE;
                    dispense <= 4'b0001;
                end
                else if (selection == 2'b01 && balance >= PEPSI_PRICE) begin
                    next_state <= S_DISPENSE;
                    balance <= balance - PEPSI_PRICE;
                    dispense <= 4'b0010;
                end
                else if (selection == 2'b10 && balance >= SPRITE_PRICE) begin
                    next_state <= S_DISPENSE;
                    balance <= balance - SPRITE_PRICE;
                    dispense <= 4'b0100;
                end
                else if (coin > 0) begin
                    next_state <= S_SELECTION;
                    balance <= balance + coin;
                end
                else begin
                    next_state <= S_SELECTION;
                    balance <= balance;
                end
            end
            S_DISPENSE: begin
                next_state <= S_IDLE;
                balance <= 0;
                dispense <= 4'b0000;
            end
            default: next_state <= S_IDLE;
            endcase
        end
    end
endmodule
[run.sh]
#!/bin/bash
# OpenROAD 26Q1-2900-gdf79404cd8, Yosys 0.63+post, stock flow scripts
make -C /OpenROAD-flow-scripts/flow DESIGN_CONFIG=/design/flow/config.mk WORK_HOME=/design/flow/orfs finish
[config.mk]
export PLATFORM = sky130hd
export DESIGN_NAME = vending_machine
export DESIGN_NICKNAME = vending_machine
export VERILOG_FILES = /design/flow/design.v
export SDC_FILE = /design/flow/constraint.sdc
export NUM_CORES = 4
export LEC_CHECK = 1
export CORE_AREA = 10 10 96 96
export DIE_AREA = 0 0 106 106
[constraint.sdc]
current_design vending_machine

set clk_period 2.4
set clk_io_pct 0.2

create_clock -name clk0 -period $clk_period [get_ports {clk}]

set non_clock_inputs [all_inputs -no_clocks]
set_input_delay [expr $clk_period * $clk_io_pct] -clock clk0 $non_clock_inputs
set_output_delay [expr $clk_period * $clk_io_pct] -clock clk0 [all_outputs]
==> GITHUB_STEP_SUMMARY <==
## Synthesis and layout report

| Metric | Value |
|---|---|
| Yosys Instances | 97 |
| M1 WL | 1.05 mm |
| Status | finished, final reports clean |
| Chip area | 0.0112 sq mm |
| Psw | 0.446 mW |
| Worst Skew | between 0.006 and 0.007 ns |
| Global-route wire length before repair | 3.75 mm |
| Critical path's slowest cell | dfrtp_1 |
| Min Tclk post-route | 2.13 ns |
| Top sig layer | met4 |
| Flops out of synthesis | 11 |
| Hold wc startpoint | next_state[1] |
| Comb pwr share | 0.541 |
| Fraction of layout cells with a size suffix above 1 | 0.179 |
| Slowest stage delay, CP | about 0.46 ns |
| Setup-failing EPs final | 0 |
| Worst Hold End | state[1] |
| FF-to-FF path depth | 7 |
| Main flop type | dfrtp_1 |
| Die Span X | approximately 110 um |
| Top Layout Cells | ha_1 (12), inv_1 (10), clkdlybuf4s50_1 (9) |
| Internal | 0.671 mW |
| Late-Pin Clk Latency | 0.24 ns |
| H-Tree Depth | 1 |
| Met3 WL post-DR | 142 um |
| Buf/Inv on CP | 1 |
| Total Negative Setup Slacks | 0 ns |
| Clock transition at path regs | about 0.050 ns |
| Setup Buffers After CTS | 0 |
| CTS tree | yes |
| Vias in the first global route | 766 |
| Post_cts resized | 0 |
| I/O Pins | 11 |
| Post-synth EDFFs | 5 |
| Yosys Chip Area | 992 sq um |
| N_diodes | 0 |
| Multi-input gate area | 632 sq um |
| Cycle use final | 0.889 |
| Critical path required time | 2.39 ns |
| Post-Synthesis Cell Area | 992 sq um |
| Via Count | 769 |
| Post-synth cell types | 42 |
| Port bufs | 9 |
| OpenROAD warning count | 30 |
| First-pass DRT Iterations | 4 |
| Initial antenna violation count | 0 |
| CP startpoint kind | flop |
| Worst hold stages | 0 |
| Drt via density | 3.64 |
| Clock tree buffer depth | 2 |
| Row count | 31 |
| Number of clock sinks | 11 |
| Reg2reg start | balance[2] |
| Pleak | slightly above 0.5 nW |
| Clock Power Share | 0.170 |
| CP Class | reg2reg |
| Synth Seq Share | 0.303 |
| Wirelength, routed | ~2.2 mm |
| Mean Syn Cell Area | 10.2 sq um |
| Peak Freq | ~470 MHz |
| Initial Util | 0.138 |
| MaxCap Viol Count | 0 |
| Worst r2r dst | dispense[1] |
| Crit-path max FO | 7 |
| Ys async rst share | 0.545 |
| Critical Path, Cell by Cell | inv_1 -> ha_1 -> nor3b_2 -> o21ai_2 -> and2_4 -> nand2_1 -> and3_1 |
| DRC | 0 |
| FF-to-FF setup slack | roughly 0.27 ns |
| Design Area, Final | around 0.0013 sq mm |
| Clock Tree Root | clkbuf_8 |
| RSZ-0062 raised after global routing | no |
| Dominant logic cell type in the layout | ha_1 |
| Cell family with most CP delay | simple AND/OR/NAND/NOR gates |
| Antenna viol nets, final | 0 |
| Maximum VDD drop | 0.000212 V |
| Largest net degree at the start of global routing | 9 |
| Iteration-0 DRC Markers | 33 |
| Final GP Congestion | roughly 0.9 |
| Met2 WL | 942 um |
| Core area | 0.00721 sq mm |
| Overall die height | 106 um |
| Grt ovf | 0 |
| Max Slew Vio Count | 0 |
| Overall Global Routing Usage | 0.0392 |
| Seq. cell area | 300 sq um |
| Fraction of power spent switching nets | 0.400 |
| Routed len/inst | 10.2 um |
| Placed inst area | 0.00122 sq mm |
| Part of the power in registers | 0.290 |
| PwrDens | 882 mW/mm^2 |
| TritonCTS buffer count | 3 |
| WP data arrival | 2.12 ns |
| Cells after Synth | around 97 |
| Hold-fix buffers, CTS | 0 |
| Min-delay worst type | reg2reg |
| Area grow syn2layout | 27.6% |
| Synth Warn # | 1 |
| Fill cells | 813 |
| Critical Path End Type | flop |
| DP HPWL | 1.71 mm |
| Final hold vios | 0 |
| Crit path depth | 7 |
==> synthesized netlist by cell type (2+ instances only) <==
cell type | number | area (sq um)
ha_1 | 12 | 150
inv_1 | 10 | 37.5
a21oi_1 | 6 | 30.0
and3_1 | 2 | 12.5
edfxtp_1 | 5 | 150
and2_4 | 2 | 17.5
dfrtp_1 | 6 | 150
a31oi_1 | 3 | 18.8
xnor2_1 | 2 | 17.5
nor3_1 | 3 | 15.0
nand2_1 | 6 | 22.5
nor2_1 | 6 | 22.5
nand2b_1 | 5 | 31.3
==> how the worst max path moves through the flow <==
stage          start           to
4_1_cts   balance[2]  dispense[1]
5_1_grt   balance[2]  dispense[0]
6_report  balance[2]  dispense[1]
==> cells by family after synthesis <==
kind of cell               Yosys count  synth area share
buffers and inverters               13            0.0605
xor gates and xnor gates             3            0.0265
DFF                                 11             0.303
other                                1           0.00378
and+or+nand+nor                     33             0.209
AOI/OAI and AO/OA                   23             0.226
adders and majority gates           13             0.171
==> metrics by stage <==
step / setup WS, ns / utilization / hold WS [ns] / cells / power, mW
6_report: 0.267 / 0.176 / 0.346 / 211 / 1.12
5_1_grt: 0.116 / 0.176 / 0.367 / 211 / 1.21
4_1_cts: 0.297 / 0.176 / 0.350 / 211 / 1.12
3_5_place_dp: 0.0963 / 0.169 / 0.339 / 207 / 0.924
3_3_place_gp: 0.105 / 0.169 / 0.339 / 207 / 0.923
2_1_floorplan: 0.540 / - / 0.299 / 97 / 0.791
==> final cells by class <==
| class | count | area share |
|---|---|---|
| multi-input combinational | 73 | 0.499 |
| clock buffer | 4 | 0.0356 |
| timing repair buffer | 14 | 0.101 |
| sequential | 11 | 0.237 |
| tap | 99 | 0.0978 |
| inverter | 10 | 0.0296 |
==> registers in the layout, indices dropped and copies added, names as in the netlist <==
register,cells
next_state,2
balance,4
dispense,3
state,2
==> per-layer routing <==
layer,vias to the layer above,track usage
li1,375,-
met1,366,0.0556
met2,23,0.0614
met3,5,0.00917
met4,0,0.00387
met5,-,0
==> power groups by stage <==
stage	Clock (mW)	Sequential, mW	Combinational, mW
4_1_cts	0.191	0.324	0.605
5_1_grt	0.200	0.335	0.671
6_report	0.190	0.324	0.604
No activity file was given, so power comes from the tool's default toggle rates.
