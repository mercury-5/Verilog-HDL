<file path="flow/constraint.sdc">
current_design array_ex

set clk_period 1.5
set clk_io_pct 0.2

create_clock -name clk0 -period $clk_period [get_ports {clk}]

set non_clock_inputs [all_inputs -no_clocks]
set_input_delay [expr $clk_period * $clk_io_pct] -clock clk0 $non_clock_inputs
set_output_delay [expr $clk_period * $clk_io_pct] -clock clk0 [all_outputs]
</file>
<file path="flow/design.v">
module array_ex (rdata, clk, rst, addr, wr, sel, wdata);
    input clk, rst, wr, sel;
    input [1:0] addr;
    input [15:0] wdata;
    output [15:0] rdata;
    reg [15:0] register;
always @(posedge clk ) begin
    if (!rst) begin
        for (integer i = 0; i < 4; i += 1) begin
            register[i] <= 0;
        end
    end
    else begin
        if (sel & wr) begin
            register[addr] <= wdata;
        end
        else begin
            register[addr] <= register[addr];
        end
    end
end
assign rdata = (sel & (~wr)) ? register[addr] : 0;
endmodule
</file>
<file path="flow/run.sh">
#!/bin/bash
# OpenROAD 26Q1-2900-gdf79404cd8, Yosys 0.63+post, stock flow scripts
make -C /OpenROAD-flow-scripts/flow DESIGN_CONFIG=/design/flow/config.mk WORK_HOME=/design/flow/orfs finish
</file>
<file path="flow/config.mk">
export PLATFORM = sky130hd
export DESIGN_NAME = array_ex
export DESIGN_NICKNAME = array_ex
export VERILOG_FILES = /design/flow/design.v
export SDC_FILE = /design/flow/constraint.sdc
export NUM_CORES = 4
export LEC_CHECK = 1
export CORE_AREA = 10 10 70 70
export DIE_AREA = 0 0 80 80
</file>
==> out/metrics.yaml <==
worst-path-stages: 9
post_drt_via_cell_ratio: 3.04
skew_ns: 0.0000404
power_density_nw_per_um2: 525
endpoint_kind: "register"
layout_top_registers: "register: 4 flops"
numPortBuffers: 7
combinational_gate_area_sq_um: 285
cp_common_cell: "sky130_fd_sc_hd__buf_4"
number_of_synthesized_register_bits: 4
globalplace.congestion: 0.784
drv_slew: 0
fp_util_pct: 12.3
warnings: 43
groute.usage.overall_pct: 2.83
grt_remaining_overflow: 0
insertedDiodeCount: 0
cts.clk_slew.worst_paths_ns: 0.03
yosysCellCount: 47
io_pins: 38
period_used_pct: 95.6
critPathKind: "reg2reg"
routed_wl_microns: 960
synth_cell_type_count: 15
clkLatencyLatePin_ns: 0.23
clock-sinks: 4
min_delay_path_depth: 1
initial_antenna_violation_count: 0
cp_slowest_stage_delay_ns: 0.33
combinationalPowerShare_pct: 24.7
top_register: "register"
p_clk_share_pct: 39.8
finalHoldViolCount: 0
chipHeight_microns: 80
seqCellArea_sq_um: 85.1
max-clock-path-buffers: 2
crit_chain: "mux2i_2, buf_4, buf_4, buf_4, buf_4, buf_4, buf_4, a21oi_4, a32o_1"
first_global_vias: 375
tritoncts: "built"
crit_path_arrival_time_ns: 1.60
worst_path_max_delay_cell: "sky130_fd_sc_hd__dfxtp_2"
data_required_time_at_the_worst_endpoint_ns: 1.67
postSynthCellCount: 47
max_freq_ghz: 0.697
placeableCoreArea_sq_um: 3420
worst_hold_slack_ns: 0.499
h-tree-depth: 1
largest_register_ffs: 4
chip_area_in_the_yosys_report_sq_um: 422
clock_tree.root_cell: "sky130_fd_sc_hd__clkbuf_4"
post-route-drc-count: 0
syn-mean-instance-area_sq_um: 8.97
total_of_warnings_raised_by_yosys: 1
mostFrequentLayoutCells: "sky130_fd_sc_hd__conb_1, sky130_fd_sc_hd__buf_4, sky130_fd_sc_hd__nand2_1"
dp_worst_setup_slack_ns: -0.634
internal_power_mw: 0.242
chip_area_sq_um: 6400
nFillCells: 382
timing.final.ws_setup_ns: 0.0661
die.size.x_microns: 80
worstHoldPathType: "reg2reg"
static-leakage-power_nw: 0.291
first_pass_iters: 4
critical-path-top-delay-family: "buffers and inverters"
irDropWorstVdd_mv: 0.111
critical_path.n_buffers_inverters: 6
drtAntennaViolNets: 0
grt_first_pass_wirelength_mm: 1.48
power.switching_fraction_pct: 23.7
layout_area_growth_over_synthesis_pct: 43.3
critical_path_peak_fanout: 2
layout.cells.most_common: "sky130_fd_sc_hd__conb_1"
post_route_cells_drive_above_1_share_pct: 41.8
syn_std_cell_area_sq_um: 422
share_seq_of_total_power_pct: 35.4
via_count: 343
setup-violations-final: 0
cts_made_buffers: 3
avgRoutedWirePerCell_microns: 8.50
reg2regPathDepth: 9
switchingPower_mw: 0.0750
setup.worst_path.start_class: "register"
row_cnt: 21
drt_first_iter_violations: 13
hpwl_microns: 789
maximum_number_of_pins_on_one_net_before_global_route_repair: 6
rsz0062_at_grt: "no"
maxCapViolations: 0
seq_share_synth_pct: 19.0
status: "completed"
finalWorstPathRequiredPeriod_ns: 1.43
hold_buffers: 0
tns_ns: 0
[cell families after synthesis]
logic type | count (synthesis) | share of synthesized area (%)
other | 1 | 0.889
AND/OR/NAND/NOR | 12 | 22.3
flip-flops | 4 | 19.0
buffers and inverters | 19 | 30.3
adder cells (fa/ha/maj) | 4 | 11.9
AND-OR/OR-AND | 5 | 11.0
multiplexers | 2 | 4.75
[what timing repair did]
item | CTS | global route
resized | 11 | 7
pin swaps | 3 | 3
buffers inserted | 6 | 0
endpoints found under the setup margin | 5 | 3
[final cells by class]
type	count	share of cell area, %
inverters	4	2.48
well taps	46	9.52
clock buffers	3	3.73
multi-input cells	38	47.2
repair buffers	18	23.0
flip-flops and latches	4	14.1
[stage by stage]
stage | utilization [%] | cells | instance area [sq um] | power [mW]
final | 17.7 | 113 | 604 | 0.317
after global routing | 17.7 | 113 | 604 | 0.345
after CTS | 17.2 | 113 | 588 | 0.322
after detailed placement | 15.4 | 104 | 527 | 0.187
after global placement | 15.4 | 104 | 527 | 0.188
after floorplan | - | 61 | 474 | 0.172
[path summary, 6_finish.rpt]
check | from | end | slack [ns]
hold reg to reg | register[2] | register[2] | 0.50
setup reg to reg | register[2] | register[0] | 0.07
setup / recovery | register[2] | register[0] | 0.07
hold / removal | register[2] | register[2] | 0.50
[power groups by stage]
stage / clock network (mW) / logic (mW) / registers (mW)
after global routing: 0.145 / 0.0881 / 0.113
final: 0.126 / 0.0784 / 0.112
after CTS: 0.135 / 0.0756 / 0.112
[cell usage after synthesis, drive strengths merged]
cell type	n	area (sq um)
mux2i	2	20.0
and3b	1	12.5
a32o	4	41.3
nor4b	2	30.0
dfxtp	4	80.1
and4b	1	10.0
nand2	5	18.8
ha	4	50.1
buf	15	113
nor3	1	10.0
a21oi	1	5.00
nor2b	2	12.5
conb	1	3.75
inv	4	15.0
[layer usage]
layer	GRT usage, %	wire (microns)	part of all wire (%)	vias up
met5	0	0	0	-
met4	0.704	13	1.4	0
met3	1.70	70	7.3	2
met2	4.49	448	47	11
met1	3.13	427	44	158
li1	-	-	-	172
Power is estimated from default activity; no workload was simulated.
