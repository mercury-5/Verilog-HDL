--- design.v ---
`timescale 1ns / 1ps
module maxPooling(
    input clk,
	input [21:0] input1,
	input [21:0] input2,
	input [21:0] input3,
	input [21:0] input4,
	input enable,
    output reg signed [21:0] output1,
	output reg maxPoolingDone
    );
	reg [21:0] initialMax = 22'b1000000000000000000000;
	reg [21:0] tempOutput;
	always @ (posedge clk) begin
		if(enable) begin
			if($signed(initialMax) < $signed(input1)) begin
				if($signed(input2) < $signed(input1)) begin
					if($signed(input3) < $signed(input1)) begin
						if($signed(input4) < $signed(input1)) begin
							output1 <= input1;
							maxPoolingDone <= 1;
						end
						else begin
							output1 <= input4;
							maxPoolingDone <= 1;
						end
					end
					else begin
						if($signed(input3) < $signed(input4)) begin
							output1 <= input4;
							maxPoolingDone <= 1;
						end
						else begin
							output1 <= input3;
							maxPoolingDone <= 1;
						end
					end
				end
				else begin
					if($signed(input3) < $signed(input2)) begin
						if($signed(input4) < $signed(input2)) begin
							output1 <= input2;
							maxPoolingDone <= 1;
						end
						else begin
							output1 <= input4;
							maxPoolingDone <= 1;
						end
					end
					else begin
						if($signed(input3) < $signed(input4)) begin
							output1 <= input4;
							maxPoolingDone <= 1;
						end
						else begin
							output1 <= input3;
							maxPoolingDone <= 1;
						end
					end
				end
			end
			else begin
				output1 <= initialMax;
				maxPoolingDone <= 1;
			end
		end
		else begin
			output1 <= 0;
			maxPoolingDone <= 0;
		end
	end
endmodule
--- run.sh ---
#!/bin/bash
# OpenROAD 26Q1-2900-gdf79404cd8, Yosys 0.63+post, stock flow scripts
make -C /OpenROAD-flow-scripts/flow DESIGN_CONFIG=/design/flow/config.mk WORK_HOME=/design/flow/orfs finish
--- config.mk ---
export PLATFORM = sky130hd
export DESIGN_NAME = maxPooling
export DESIGN_NICKNAME = maxPooling
export VERILOG_FILES = /design/flow/design.v
export SDC_FILE = /design/flow/constraint.sdc
export NUM_CORES = 4
export LEC_CHECK = 1
export CORE_UTILIZATION = 30
--- constraint.sdc ---
current_design maxPooling

set clk_period 7.6
set clk_io_pct 0.2

create_clock -name clk0 -period $clk_period [get_ports {clk}]

set non_clock_inputs [all_inputs -no_clocks]
set_input_delay [expr $clk_period * $clk_io_pct] -clock clk0 $non_clock_inputs
set_output_delay [expr $clk_period * $clk_io_pct] -clock clk0 [all_outputs]
==> flow_metrics.py <==
# Metrics from the implementation run
metrics = {
    "min_path": {
        "endpoint_with_the_worst_hold_slack": "maxPoolingDone",
        "timing.hold.worst.start": "enable",
        "worstHoldPathType": "in2reg",
        "hold_depth": 1,
    },
    "worst_setup_path": {
        "cpPeakStageDelay_ns": 0.76,
        "timing.critical_path.slowest_stage_cell": "sky130_fd_sc_hd__or4_4",
        "cp_num_buf_inv": 2,
        "critical-path-top-delay-family": "simple AND/OR/NAND/NOR gates",
        "worst_path_required_ns": 7.79,
        "worst_setup_path_start_kind": "input pin",
        "cp_num_cells": 11,
        "critPathCaptureType": "flip-flop",
        "path_max_fanout": 20,
        "timing.critical_path.cells": "clkdlybuf4s50_1 -> inv_1 -> ha_1 -> nand4_1 -> nor4_1 -> nand2_1 -> o21ai_2 -> mux2i_1 -> nor2_2 -> or4_4 -> o221ai_2",
        "critPathKind": "in2reg",
        "worstPathArrival_ns": 4.94,
    },
    "timing": {
        "hold_viol_final": 0,
        "timing.fmax_mhz": 210,
        "maxSlewViolCount": 0,
        "finalCriticalPeriod_ns": 4.75,
        "slew_headroom_pct": 33.0,
        "rsz_0062_raised_after_global_routing": "false",
        "layout_worst_path_cycle_share_pct": 62.5,
        "worst_pin_slew_ns": 0.980,
        "setup-violations-final": 0,
        "totalNegativeSetupSlack_ns": 0,
    },
    "die": {
        "die_height_um": 127,
        "floorplan.die_area_mm2": 0.0162,
        "core_mm2": 0.0153,
        "num_io_pins": 113,
        "die_width_um": 127,
        "placementRows": 45,
        "fp_util_pct": 30.8,
    },
    "global_route": {
        "grt.met1_usage_pct": 28.8,
        "globalRouteMet3Util_pct": 1.24,
        "maximum_number_of_pins_on_one_net_before_global_route_repair": 42,
        "top_usage_layer": "met2",
        "grt_first_pass_wirelength_um": 25000,
        "number_of_antenna_violations_at_the_first_check_in_global_routing": 0,
        "met2_usage_pct": 34.1,
        "via_count_of_the_first_global_routing_pass": 4593,
        "overall_global_routing_resource_usage_pct": 20.3,
        "overflow": 0,
    },
    "clocking": {
        "cts.repair.resized": 0,
        "tritoncts_buffer_count": 3,
        "cts_setup_buffers": 0,
        "ctsLongestPathBuffers": 2,
        "cts_root_buffer": "sky130_fd_sc_hd__clkbuf_16",
        "cts.sinks": 23,
        "path_clk_slew_ns": 0.07,
        "tritoncts_clock_tree": "done",
        "hold_buf_count_cts": 0,
        "htreeDepth": 1,
    },
    "logic_synthesis": {
        "yosysChipArea_mm2": 0.00470,
        "yosys.stat.seqShare_pct": 9.80,
        "synth_stat.cells": 611,
        "synth-edff-count": 0,
        "ys_dominant_reg_cell": "sky130_fd_sc_hd__dfxtp_1",
        "ys_ff": 23,
        "average_size_of_a_mapped_cell_um2": 7.69,
        "yosysWarningCount": 1,
        "post_synth_instance_area_mm2": 0.00470,
        "netlist_instances": 611,
        "netlist-cell-type-count": 50,
        "async_reset_ff_share_pct": 0,
    },
    "routing": {
        "routed_via_density": 5.14,
        "routed_wirelength_um": 15800,
        "postRouteAntennaNets": 0,
        "first_pass_iters": 5,
        "routed_wire_length_per_instance_um": 17.1,
        "antenna_cells": 0,
        "drtIter0Drc": 297,
        "dr_total_vias": 4749,
        "detailed_route_drc_error_count": 0,
    },
    "power": {
        "power-per-cell-area_mw_per_mm2": 115,
        "p_leak_nw": 2.85,
        "ir_worst_vdd_mv": 0.0770,
    },
    "place": {
        "hpwl_detailed_um": 13100,
        "placed_cells_incl_taps": 920,
        "io_buffers": 112,
        "place.gp.congestion": 0.922,
    },
    "layout": {
        "post_layout_nonfiller_instances": 924,
        "filler_cell_count": 1545,
        "layout_cells_sized_above_1_pct": 5.05,
        "synthToLayoutAreaGrowth_pct": 30.2,
    },
    "run_status": {
        "status": "finished, final reports clean",
    },
    "run": {
        "max_cap_viol_count": 0,
        "stage_log_warnings": 25,
    },
}
[Yosys cell counts (all sizes together) (4+ instances only)]
master | number | share of area, %
nand2b | 4 | 0.53
clkbuf | 13 | 1.0
mux2i | 23 | 4.9
nor2 | 60 | 4.8
a31oi | 5 | 0.67
dfxtp | 23 | 9.8
o221ai | 21 | 6.6
nor3 | 4 | 0.43
nor2b | 4 | 0.53
buf | 5 | 0.93
inv | 72 | 5.7
nand3 | 32 | 3.4
a21o | 10 | 1.6
a211oi | 6 | 0.96
nor4 | 6 | 0.80
nand4 | 18 | 2.4
a21oi | 82 | 8.7
o211ai | 6 | 0.96
ha | 126 | 34
nand2 | 36 | 2.9
o21ai | 20 | 2.2
[cell usage in the layout, fill, tap and decap left out, types with 6 or more instances in the layout]
cell and count:
sky130_fd_sc_hd__nand3_1 32, sky130_fd_sc_hd__o21ai_0 12, sky130_fd_sc_hd__dfxtp_1 23, sky130_fd_sc_hd__clkdlybuf4s50_1 112, sky130_fd_sc_hd__a21o_1 10, sky130_fd_sc_hd__a211oi_1 6
sky130_fd_sc_hd__nand2_1 36, sky130_fd_sc_hd__nor2_1 59, sky130_fd_sc_hd__o221ai_2 20, sky130_fd_sc_hd__o211ai_1 6, sky130_fd_sc_hd__ha_1 126, sky130_fd_sc_hd__a21oi_1 82
sky130_fd_sc_hd__inv_1 72, sky130_fd_sc_hd__nand4_1 18, sky130_fd_sc_hd__mux2i_1 23, sky130_fd_sc_hd__o21ai_1 7, sky130_fd_sc_hd__nor4_1 6
[layer usage]
layer  up-vias  share of wire (%)
met5         -                  0
met4         0                2.0
met3        16                4.2
met2       120                 47
met1      2144                 47
li1       2469                  -
[logic make-up after synthesis]
group | after synthesis | share of synthesized area [%]
multiplexers | 26 | 5.62
adder cells (fa/ha/maj) | 126 | 33.5
AND/OR/NAND/NOR | 175 | 17.7
AND-OR/OR-AND | 170 | 25.4
XOR/XNOR | 1 | 0.186
buffers and inverters | 90 | 7.72
flip-flops | 23 | 9.80
[area by class of cell]
class                      count  area [um^2]  area share (%)
tap                          211          264            4.31
timing repair buffer         116         1150            18.8
inverter                      72          270            4.42
sequential                    23          460            7.53
clock inverter                 1         5.00          0.0818
clock buffer                   3         75.1            1.23
multi-input combinational    498         3890            63.6
[stage by stage]
stage                     util, %  setup WS, ns  cell area (um^2)  hold WS, ns  total power, mW
final                        40.1          2.85              6120         1.78            0.704
after CTS                    40.1          2.83              6120         1.78            0.710
after global placement       39.6          2.55              6040         2.07            0.578
after floorplan                 -          3.66              4700         1.55            0.397
after detailed placement     39.6          2.58              6040         2.07            0.578
after global routing         40.1          2.67              6120         1.78            0.763
[how the worst max path moves through the flow]
stage | startpoint | slack [ns] | endpoint
after global routing | input1[21] | 2.67 | output1[7]
after CTS | input1[21] | 2.83 | output1[18]
final | input1[21] | 2.85 | output1[18]
[where the power goes]
group / internal (mW) / leakage [nW] / switching, mW
Clock: 0.0714 / 0.0409 / 0.0561
Sequential: 0.144 / 0.191 / 0.00902
Combinational: 0.202 / 2.61 / 0.222
Total: 0.417 / 2.85 / 0.287
[registers in the layout, indices dropped and copies added (netlist names)]
name	flops
maxPoolingDone	1
output1	22
No activity file was given, so power comes from the tool's default toggle rates.
